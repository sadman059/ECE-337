--- ./run.sh ---
#!/bin/bash
# OpenROAD 26Q1-2900-gdf79404cd8, Yosys 0.63+post, stock flow scripts
make -C /OpenROAD-flow-scripts/flow DESIGN_CONFIG=/design/flow/config.mk WORK_HOME=/design/flow/orfs finish
--- ./config.mk ---
export PLATFORM = sky130hd
export DESIGN_NAME = timer
export DESIGN_NICKNAME = timer
export VERILOG_FILES = /design/flow/design.v
export SDC_FILE = /design/flow/constraint.sdc
export NUM_CORES = 4
export LEC_CHECK = 1
export CORE_AREA = 10 10 76 76
export DIE_AREA = 0 0 86 86
--- ./constraint.sdc ---
current_design timer

set clk_period 1.6
set clk_io_pct 0.2

create_clock -name clk0 -period $clk_period [get_ports {clk}]

set non_clock_inputs [all_inputs -no_clocks]
set_input_delay [expr $clk_period * $clk_io_pct] -clock clk0 $non_clock_inputs
set_output_delay [expr $clk_period * $clk_io_pct] -clock clk0 [all_outputs]
--- ./design.v ---
module flex_counter
#(
	parameter NUM_CNT_BITS = 4
)
(
	input logic clk,
	input logic n_rst,
	input logic clear,
	input logic count_enable,
	input logic [NUM_CNT_BITS - 1:0]rollover_val,
	output logic [NUM_CNT_BITS - 1:0]count_out,
	output logic rollover_flag
);
	logic [NUM_CNT_BITS - 1:0]next_count;
	logic next_rollover;
	always_comb begin
		next_count = count_out;
		next_rollover = rollover_flag;
		if(count_enable) begin
			if (count_out == (rollover_val - 1)) begin
				next_rollover = 1;
				next_count = count_out + 1;
			end 
			else if (count_out >= rollover_val) begin
				next_count = 1;
				next_rollover = 0;
			end
			else begin
				next_count = count_out + 1;
				next_rollover = 0;
			end
		end
		if(clear) begin
			next_rollover = 0;
			next_count = 0;
		end
	end
	always_ff @(posedge clk, negedge n_rst) begin
		if (n_rst == 1'b0) begin
			count_out <= 1'b0;
			rollover_flag <= 1'b0;
		end else begin
			count_out <= next_count;
			rollover_flag <= next_rollover;
		end
	end
endmodule
module timer(
    input logic clk,
    input logic n_rst,
    input logic enable_timer,
    output logic shift_strobe,
    output logic packet_done
);
flex_counter  a1(.clk(clk),.n_rst(n_rst),.count_enable(enable_timer),.clear(!enable_timer),.rollover_val(4'b1010),.count_out(),.rollover_flag(shift_strobe));
flex_counter  a2(.clk(clk),.n_rst(n_rst),.count_enable(shift_strobe),.clear(!enable_timer),.rollover_val(4'b1001),.count_out(),.rollover_flag(packet_done));
endmodule
==> summary.json <==
{
  "highest-signal-layer": {"value": "met3"},
  "track_usage": {"value": 2.95, "unit": "%"},
  "fin_tns_setup": {"value": 0, "unit": "ps"},
  "synth_stat.cells": {"value": 55},
  "post-synth-top-area-fraction": {"value": 43.3, "unit": "%"},
  "routed-wl-met2": {"value": 398, "unit": "um"},
  "pre_cts_setup_slack": {"value": 227, "unit": "ps"},
  "pin_count_of_the_biggest_net_entering_global_routing": {"value": 11},
  "final_min_period_over_clock_period": {"value": 86.2, "unit": "%"},
  "cell_type_contributing_the_most_total_cell_area_after_synthesis": {"value": "sky130_fd_sc_hd__dfrtp_1"},
  "fp.dieArea": {"value": 0.00740, "unit": "mm2"},
  "seq_area_frac_synth": {"value": 43.3, "unit": "%"},
  "count_of_flip_flops_with_a_built_in_enable_after_synthesis": {"value": 0},
  "finalClockSkew": {"value": 5.68, "unit": "ps"},
  "synthesis_area_per_yosys": {"value": 578, "unit": "um2"},
  "finalHoldViolations": {"value": 0},
  "io_buffers": {"value": 4},
  "tightestPinTransition": {"value": 457, "unit": "ps"},
  "drt_iter0_drc": {"value": 39},
  "synthesis.area": {"value": 578, "unit": "um2"},
  "cts-hold-fix-buffers": {"value": 0},
  "cts_buf_count": {"value": 3},
  "yosys_warnings": {"value": 1},
  "grt_first_pass_wirelength": {"value": 1770, "unit": "um"},
  "route.detailed.drc": {"value": 0},
  "clk-insertion-delay-late": {"value": 230, "unit": "ps"},
  "p_total": {"value": 786, "unit": "uW"},
  "antenna_left": {"value": 0},
  "std_cell_rows": {"value": 23},
  "finalMaxSlewViolations": {"value": 0},
  "maxClockFrequency": {"value": 725, "unit": "MHz"},
  "arrival_time_worst_endpoint": {"value": 1490, "unit": "ps"},
  "final_cell_area": {"value": 746, "unit": "um2"},
  "report.final.setup_viol": {"value": 0},
  "viasPerCell": {"value": 3.68},
  "status": {"value": "complete, no violations"},
  "cts_max_path_buffers": {"value": 2},
  "cts_tree": {"value": "yes"},
  "core_region_area": {"value": 0.00412, "unit": "mm2"},
  "dieHeight": {"value": 86, "unit": "um"},
  "worst_slack": {"value": 220, "unit": "ps"},
  "post_drt_wl_per_cell": {"value": 9.36, "unit": "um"},
  "antenna_diode_count": {"value": 0},
  "final_routed_wirelength_across_all_metal_layers": {"value": 1070, "unit": "um"},
  "worst_ir_drop_vdd": {"value": 0.000254, "unit": "V"},
  "setup.worst_path.start_class": {"value": "flop"},
  "first_global_vias": {"value": 374},
  "crit_path_max_fanout": {"value": 5},
  "netlist_top_cells_count": {"value": "sky130_fd_sc_hd__dfrtp_1, sky130_fd_sc_hd__ha_1, sky130_fd_sc_hd__inv_1"},
  "detailroute.wirelength.met3": {"value": 81, "unit": "um"},
  "routedLengthMet1": {"value": 587, "unit": "um"},
  "avgSynthCellArea": {"value": 10.5, "unit": "um2"},
  "postCtsResizedCells": {"value": 0},
  "floorplan.initialDensity": {"value": 14.0, "unit": "%"},
  "grt_antenna_before_repair": {"value": 0},
  "clk_pin_slew": {"value": 50, "unit": "ps"},
  "cts-htree-levels": {"value": 1},
  "dpl-instance-area": {"value": 691, "unit": "um2"},
  "warning_count": {"value": 30},
  "cts.repair_timing.setup_buffer_count": {"value": 0},
  "hp-class": {"value": "in2async"},
  "flop_cell": {"value": "sky130_fd_sc_hd__dfrtp_1"},
  "area_leaders": {"value": "sky130_fd_sc_hd__dfrtp_1, sky130_fd_sc_hd__ha_1, sky130_fd_sc_hd__o311ai_4"},
  "setup.worst_path.end_class": {"value": "flop"},
  "critPathKind": {"value": "reg2reg"},
  "synth_cell_types": {"value": 24},
  "finalWorstPathRequiredPeriod": {"value": 1380, "unit": "ps"},
  "tritoncts_sinks": {"value": 10},
  "asyncSetResetFlopFracSynth": {"value": 100, "unit": "%"},
  "number_of_max_cap_violations": {"value": 0},
  "cts-root-buf": {"value": "sky130_fd_sc_hd__clkbuf_8"},
  "slew_headroom": {"value": 69.4, "unit": "%"},
  "gp_routability_congestion": {"value": 0.768},
  "firstDrtPassIters": {"value": 4},
  "chipWidth": {"value": 86, "unit": "um"},
  "required": {"value": 1710, "unit": "ps"},
  "grt_setup_unrepaired": {"value": "false"},
  "power.density": {"value": 1050, "unit": "mW/mm2"},
  "flow.area_growth_from_synthesis": {"value": 29.0, "unit": "%"},
  "ios": {"value": 5},
  "dp.final_hpwl": {"value": 838, "unit": "um"},
  "drive_gt1_share": {"value": 14.1, "unit": "%"},
  "yosys_register_bits": {"value": 10},
  "overflow": {"value": 0},
  "netlist_instances": {"value": 55},
  "synth.most_common_cell": {"value": "sky130_fd_sc_hd__dfrtp_1"},
  "vias": {"value": 420},
  "power_leakage": {"value": 0.310, "unit": "nW"}
}
## routing by layer
metal / vias up / global-route usage, %
met5: - / 0
met4: 0 / 0.299
met3: 0 / 2.10
met2: 6 / 3.65
met1: 202 / 4.13
li1: 212 / -
## metrics by stage
step                utilization [%]  instances  hold slack, ps
floorplan                         -         55            24.4
global route                   18.1        114             449
CTS                            18.1        114             418
global placement               16.8        110             534
finish                         18.1        114             404
detailed placement             16.8        110             545
## worst paths after layout
kind	start	depth (start not counted)	slack, ps	end
worst min-delay path	n_rst	1	400	a2.rollover_flag$_DFFE_PN0P_
worst max register to register	a2.count_out[0]$_DFFE_PN0P_	5	220	a2.count_out[1]$_DFFE_PN0P_
worst max-delay path	a2.count_out[0]$_DFFE_PN0P_	5	220	a2.count_out[1]$_DFFE_PN0P_
min in group clk0	a2.rollover_flag$_DFFE_PN0P_	2	550	a2.rollover_flag$_DFFE_PN0P_
worst min register to register	a2.rollover_flag$_DFFE_PN0P_	2	550	a2.rollover_flag$_DFFE_PN0P_
max in group asynchronous	n_rst	1	880	a2.count_out[0]$_DFFE_PN0P_
## worst max-delay path, stage by stage, from the launching register on
cell,delay (ps)
sky130_fd_sc_hd__dfrtp_1,400
sky130_fd_sc_hd__inv_1,100
sky130_fd_sc_hd__ha_1,190
sky130_fd_sc_hd__nor2b_1,160
sky130_fd_sc_hd__o311ai_4,280
sky130_fd_sc_hd__o22ai_1,130
## state kept, by name (all words and copies together), names as in the netlist
| register | count |
|---|---|
| a2.rollover_flag | 1 |
| a2.count_out | 4 |
| a1.count_out | 4 |
| a1.rollover_flag | 1 |
## logic make-up after synthesis
kind of cell    synth area share [%]
compound gates                  19.9
xor+xnor                        3.03
fa+ha+maj                       15.2
buf+inv                         4.76
flops                           43.3
simple gates                    13.9
## where the power goes
group | total (mW) | switching (mW) | internal, mW
clock | 0.311 | 0.0952 | 0.216
sequential | 0.335 | 0.0447 | 0.290
combinational | 0.140 | 0.0768 | 0.0629
## layout by cell type, fill, tap and decap left out, drive strengths merged, types with 2 or more instances in the layout
master / count
ha: 7
dfrtp: 10
inv: 6
o21ai: 4
buf: 2
nand2: 4
a31oi: 3
clkbuf: 4
nand3: 2
nor2: 3
clkdlybuf4s50: 4
o21bai: 2
nor2b: 2
## layout make-up
class | count | area, um2
well taps | 50 | 62.6
repair buffers | 6 | 55.1
flip-flops and latches | 10 | 250
multi-input cells | 38 | 300
fillers | 437 | 3370
inverters | 6 | 22.5
clock buffers | 4 | 55.1
Power and IR drop assume default switching activity.
