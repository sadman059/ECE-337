`./design.v`:
```
module apb_slave(
input logic clk,
input logic n_rst,
input logic [7:0] rx_data,
input logic data_ready,
input logic overrun_error,
input logic framing_error,
output logic data_read,
input logic psel,
input logic [2:0] paddr,
input logic penable,
input logic pwrite,
input logic [7:0] pwdata,
output logic [7:0] prdata,
output logic pslverr,
output logic [3:0] data_size,
output logic [13:0] bit_period
);
logic next_data_read;
logic [7:0] next_prdata;
logic [3:0] next_data_size;
logic [13:0] next_bit_period;
always_comb begin : comb
next_data_read = 0;
next_prdata = prdata;
pslverr = 0;
next_data_size = data_size;
next_bit_period = bit_period;
 if(psel == 1) begin
     if(pwrite ==0) begin
       if(paddr == 3'b000 ) begin
          if(data_ready ==1) begin
            next_prdata = 8'd1;
          end else if (data_ready == 0)begin 
           next_prdata = 8'd0;
          end
       end else if(paddr == 3'b001) begin
          if(framing_error == 1) begin
            next_prdata = 8'd1;
          end else if(overrun_error == 1) begin
            next_prdata = 8'd2;
          end else begin 
            next_prdata = 8'd0;
          end
       end else if(paddr == 3'b110) begin
           if(data_size == 8'd5) begin
            next_prdata = {3'd0,rx_data[7:3]};
            next_data_read = 1;
           end
            if(data_size == 8'd7) begin
            next_prdata = {1'd0,rx_data[7:1]};
            next_data_read = 1;
           end
            if(data_size == 8'd8) begin
            next_prdata = rx_data;
            next_data_read = 1;
           end
       end else if(paddr == 3'b010) begin
          next_prdata = bit_period[7:0];
       end else if(paddr == 3'b011) begin
          next_prdata = {2'd0,bit_period[13:8]};
       end else if(paddr == 3'b100) begin
          next_prdata = {4'd0,data_size};
       end else begin
         pslverr = 1;
     end
  end else if(pwrite ==1 ) begin
        if(paddr[2:0] == 3'b100) begin
              next_data_size = pwdata[3:0];
        end else if(paddr[2:0] == 3'b010) begin
            next_bit_period[7:0] = pwdata[7:0];
        end  else if(paddr[2:0] == 3'b011) begin
           next_bit_period[13:8] = pwdata[5:0];
        end else begin 
         pslverr = 1;
        end
  end
end   
end
always_ff @( posedge clk,negedge n_rst ) begin : flipflop
if(n_rst == 0)begin
    prdata <= 0;
    data_read <= 0;
    bit_period<= 0;
    data_size <= 0;
end else begin
    prdata <= next_prdata;
    data_read <= next_data_read;
    data_size <= next_data_size;
    bit_period <= next_bit_period;   
end   
end
endmodule
```
`./run.sh`:
```
#!/bin/bash
# OpenROAD 26Q1-2900-gdf79404cd8, Yosys 0.63+post, stock flow scripts
make -C /OpenROAD-flow-scripts/flow DESIGN_CONFIG=/design/flow/config.mk WORK_HOME=/design/flow/orfs finish
```
`./config.mk`:
```
export PLATFORM = sky130hd
export DESIGN_NAME = apb_slave
export DESIGN_NICKNAME = apb_slave
export VERILOG_FILES = /design/flow/design.v
export SDC_FILE = /design/flow/constraint.sdc
export NUM_CORES = 4
export LEC_CHECK = 1
export CORE_UTILIZATION = 30
```
`./constraint.sdc`:
```
current_design apb_slave

set clk_period 3.5
set clk_io_pct 0.2

create_clock -name clk0 -period $clk_period [get_ports {clk}]

set non_clock_inputs [all_inputs -no_clocks]
set_input_delay [expr $clk_period * $clk_io_pct] -clock clk0 $non_clock_inputs
set_output_delay [expr $clk_period * $clk_io_pct] -clock clk0 [all_outputs]
```
==> results.txt <==
Update from the flow run.

The run finished with clean final reports. The cell type with the largest total area after synthesis is sky130_fd_sc_hd__dfrtp_1. For this run, the final setup violation count is recorded as 0. Counting pins that exceed their max-slew limit in the final report gives 0. Looking at the power breakdown, sequential logic takes a little under half of the total. The number of input and output port buffers inserted is 53. Counting the fill cells in the layout gives 471.

The clock network latency to the later pin of the worst-skew pair is around 0.28 ns. The average via count per standard cell is slightly below 5. The switching component of the power was reported as 0.257 mW. The synthesized design contains 27 register bits. Across the routed clock network, the largest skew measured is 0.00844 ns.

In this run the number of H-tree levels came out at 1. The number of antenna violations at the first check in global routing is 0. The switching fraction of total power is between 20% and 30%. Looking at the post-CTS report, the setup buffer insertion count equals 0. The data required time of the worst path is ~2.8 ns. The fraction of power consumed by the clock network is between 20% and 30%. The first-pass GRT wire length is about 6400 um. The worst setup path is captured at an output pin. The placeable core area is about 0.0048 sq mm. The combinational share of power is between 30% and 40%.

The report counts max-capacitance violations totalling 0. The global placer's final weighted congestion is 0.805. The flow reports an fmax of about 0.34 GHz.

The synthesized netlist was found by Yosys to have roughly 150 cells. The die boundary width is around 73 um. Global routing finished with a remaining overflow of 0.

Including well taps, the total number of placed cells is about 270. Counting along the longest clock path gives a buffer depth of 2. The die covers 0.00535 sq mm. The clock tree from TritonCTS is yes. The area share of the largest cell type after synthesis is about 45%. The kind of critical path is input pin to output pin. STA classifies the critical path startpoint as an input pin. The final route contains 1,355 vias. The first detailed-routing pass ran for 4 iterations. For reference, the post-synthesis area per instance comes to roughly 10 sq um. The script parses the final routing iteration and logs DRC violations as 0. With fillers left out, the area of the finished cells amounts to approximately 0.0022 sq mm. Looking at hold timing, the worst path starts from prdata[4].

In the final timing run, aggregate negative setup slack is 0 ns. The worst path needs roughly 2.9 ns of the cycle, external delays included. For this run, the register share of the synthesized area comes to 44.5%. After synthesis, the chip area reported by Yosys is ~0.0015 sq mm. For this run, the script counts the antenna cells in the layout as 0. For this design, the CTS-stage hold fixing added 0 buffers.

The overall fraction of global-route tracks in use is around 16%. The cell count after synthesis is roughly 150. Looking at the max-slew report, the worst-margin pin has a slew of 0.522 ns.

The routed wire length is 3930 um. The routed length per instance is 14.2 um. OpenSTA lists the critical path startpoint as paddr[1]. At the end of the flow the core is filled with cells to a little under half. The internal portion of total power is about 0.67 mW. The number of global-route vias before repair is roughly 1,300.

The path class of the lowest-slack min-delay path is flop to flop. After layout, the worst path uses approximately 83% of the clock period. According to the floorplan log, the row count is 25. The initial core utilization is a little under a third.

In the final report, the number of hold violations comes to 0. The arrival time of data at the worst endpoint is listed as about 2.2 ns. The worst register-to-register path begins at data_size[0]. The static leakage power is 0.886 nW. During I/O placement, the number of pins put on the boundary was about 55. The final worst-path setup slack is a little under 0.6 ns. In the final layout, the share of cells above drive strength 1 is about 16%. Setup slack on the worst path after placement came out at about 0.62 ns.

The cell resize tally after clock tree synthesis is 0. The worst-case IR drop observed on VDD is approximately 0.00024 V. In this run the register-to-register setup slack is around 1.4 ns. The clock slew seen by the registers of the worst setup and hold paths is about 0.090 ns. The final cell count without fillers is approximately 280. Per the slew report, the remaining headroom to the max-slew limit stands at 65.0%. The remaining antenna violation count is 0. The pin count of the biggest net entering global routing is 28.

Clock tree synthesis found a total of 27 sinks. The top cell type by instance count after synthesis is sky130_fd_sc_hd__dfrtp_1. The synthesized cell area is 0.00152 sq mm. The die is approximately 73 um tall. The script computed a power per unit cell area of 422 mW/mm^2. Setup repair after global routing left no endpoint under its margin. The power consumption is ~0.93 mW. The buffer type at the clock tree root is sky130_fd_sc_hd__clkbuf_8. CTS added clock buffers totalling 3. Per the synth stats, the flop cell with the highest instance count is sky130_fd_sc_hd__dfrtp_1. Along the worst path, the maximum fanout reaches 6. The warning tally printed by Yosys for this design is 1.

The logs give a warning total of 26. Yosys reported that registers with async set or reset make up 100%. The relative area change from synthesis to final layout is 44.3%. The post-route worst hold slack is between 0.4 and 0.5 ns. According to the dpl log, the detail-placed design has an HPWL of around 3000 um. The starting DRC count in detailed routing is 79. The count of library flops with an enable pin is 0. Sorting the synthesized cells by area gives the leading types as sky130_fd_sc_hd__dfrtp_1 (45%), sky130_fd_sc_hd__mux2_2 (12%), sky130_fd_sc_hd__nor2_1 (4.7%). The tally of unique sky130hd cells used after synthesis is ~40. Yosys reports that the most numerous cell types are sky130_fd_sc_hd__dfrtp_1 (27), sky130_fd_sc_hd__nor2_1 (19), sky130_fd_sc_hd__mux2_2 (16), sky130_fd_sc_hd__nand2_1 (15), sky130_fd_sc_hd__a21oi_1 (10). The cell area after placement is 0.00214 sq mm.
[final timing paths]
kind | to | depth (start not counted)
worst max-delay path | pslverr | 6
worst min-delay path | prdata[4] | 2
worst max register to register | prdata[3] | 5
worst min register to register | prdata[4] | 2
max in group asynchronous | bit_period[6] | 2
min in group asynchronous | prdata[1] | 2
[flip-flops by register name (all words and copies together), names as in the netlist]
register and cells:
data_size 4, data_read 1, bit_period 14, prdata 8
[critical path: stages]
cell,delay (ns)
sky130_fd_sc_hd__clkdlybuf4s50_1,0.64
sky130_fd_sc_hd__a21oi_1,0.11
sky130_fd_sc_hd__nor2_1,0.09
sky130_fd_sc_hd__a21oi_1,0.05
sky130_fd_sc_hd__nor2_1,0.15
sky130_fd_sc_hd__clkdlybuf4s50_1,0.48
[cells in the final DEF (no fill, tap or decap), types with 2 or more instances in the layout]
cell type	n
sky130_fd_sc_hd__inv_1	4
sky130_fd_sc_hd__nand4_1	2
sky130_fd_sc_hd__a221oi_1	2
sky130_fd_sc_hd__clkdlybuf4s50_1	53
sky130_fd_sc_hd__nand2b_1	2
sky130_fd_sc_hd__mux2_2	16
sky130_fd_sc_hd__nand2_1	15
sky130_fd_sc_hd__dfrtp_1	27
sky130_fd_sc_hd__mux2i_1	3
sky130_fd_sc_hd__buf_4	7
sky130_fd_sc_hd__o21ai_0	9
sky130_fd_sc_hd__nor2b_1	2
sky130_fd_sc_hd__o31ai_1	3
sky130_fd_sc_hd__nand3b_1	3
sky130_fd_sc_hd__a22oi_1	4
sky130_fd_sc_hd__nor3_2	2
sky130_fd_sc_hd__nor3_1	3
sky130_fd_sc_hd__a21oi_1	10
sky130_fd_sc_hd__clkbuf_8	3
sky130_fd_sc_hd__nor2_1	19
[area by class of cell]
cell class / count / area [sq um] / share of cell area, %
Clock buffer: 3 / 41.3 / 1.89
Clock inverter: 1 / 8.76 / 0.400
Inverter: 4 / 15.0 / 0.686
Multi-Input combinational cell: 115 / 782 / 35.7
Sequential cell: 27 / 676 / 30.9
Tap cell: 67 / 83.8 / 3.83
Timing Repair Buffer: 60 / 583 / 26.6
[metal layers]
layer  part of all wire (%)  GRT usage, %  up-vias
li1                       -             -      680
met1                     49          25.3      628
met2                     45          24.1       43
met3                    5.4          2.80        4
met4                   0.56          1.09        0
met5                      0             0        -
[power by group through the flow]
stage / clock network, mW / logic (mW) / registers [mW]
CTS: 0.194 / 0.308 / 0.435
global route: 0.210 / 0.336 / 0.443
finish: 0.187 / 0.305 / 0.433
[kinds of logic after synthesis]
kind of cell	Yosys count	share of synthesized area [%]
AND/OR/NAND/NOR	56	18.7
flip-flops	27	44.5
buffers and inverters	12	3.96
AND-OR/OR-AND	40	19.0
multiplexers	19	13.8
No activity file was given, so power comes from the tool's default toggle rates.
