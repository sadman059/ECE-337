File: design.v
module ahb_lite_slave(
input logic clk,
input logic n_rst,
output logic [15:0] sample_data,
output logic data_ready,
output logic new_coefficient_set,
input logic [1:0] coefficient_num,
output logic [15:0] fir_coefficient,
input logic clear_new_coefficient,
input logic modwait,
input logic [15:0]fir_out,
input logic err,
input logic hsel,
input logic [3:0] haddr,
input logic hsize,
input logic [1:0] htrans,
input logic hwrite,
input logic [15:0] hwdata,
output logic [15:0] hrdata,
output logic hresp
);
logic [15:0] next_hrdata;
logic next_new_coefficient_set;
logic next_data_ready;
logic prev_hsel;
logic [1:0] prev_htrans;
logic prev_hwrite;
logic prev_hsize;
logic [3:0]prev_haddr;
logic [15:0] next_sample_data;
logic [15:0] next_fir_coefficient0;
logic [15:0] next_fir_coefficient1;
logic [15:0] next_fir_coefficient2;
logic [15:0] next_fir_coefficient3;
logic [15:0] fir_coefficient0;
logic [15:0] fir_coefficient1;
logic [15:0] fir_coefficient2;
logic [15:0] fir_coefficient3;
always_comb begin : read_block
next_hrdata = 0;
if(hsel == 1) begin 
if(htrans == 2) begin
if(hwrite == 0) begin 
if(hsize == 0) begin
case(haddr)
4'h0 : next_hrdata = {15'd0,modwait || next_new_coefficient_set};
4'h1 : next_hrdata = {7'd0,err,8'd0};
4'h2 : next_hrdata = {8'd0,fir_out[7:0]};
4'h3 : next_hrdata = {8'd0,fir_out[15:8]};
4'h4 : next_hrdata = {8'd0,next_sample_data[7:0]};
4'h5 : next_hrdata = {8'd0,next_sample_data[15:8]};
4'h6 : next_hrdata = {8'd0,next_fir_coefficient0[7:0]};
4'h7 : next_hrdata = {8'd0,next_fir_coefficient0[15:8]};
4'h8 : next_hrdata = {8'd0,next_fir_coefficient1[7:0]};
4'h9 : next_hrdata = {8'd0,next_fir_coefficient1[15:8]};
4'hA : next_hrdata = {8'd0,next_fir_coefficient2[7:0]};
4'hB : next_hrdata = {8'd0,next_fir_coefficient2[15:8]};
4'hC : next_hrdata = {8'd0,next_fir_coefficient3[7:0]};
4'hD : next_hrdata = {8'd0,next_fir_coefficient3[15:8]};
4'hE : next_hrdata = {15'd0,next_new_coefficient_set};
endcase
end else if (hsize == 1) begin
case(haddr)
4'h0, 4'h1 : next_hrdata = {7'd0,err,7'd0,modwait || next_new_coefficient_set};
4'h2, 4'h3 : next_hrdata = fir_out;
4'h4,  4'h5 : next_hrdata = next_sample_data;
4'h6,  4'h7 : next_hrdata = next_fir_coefficient0;
4'h8, 4'h9 : next_hrdata = next_fir_coefficient1;
4'hA, 4'hB : next_hrdata = next_fir_coefficient2;
4'hC, 4'hD : next_hrdata = next_fir_coefficient3;
4'hE : next_hrdata = {15'd0,next_new_coefficient_set};
endcase
end
end
end
end
end
always_comb begin : write_block
next_sample_data = sample_data;
next_fir_coefficient0 = fir_coefficient0;
next_fir_coefficient1 = fir_coefficient1;
next_fir_coefficient2 = fir_coefficient2;
next_fir_coefficient3 = fir_coefficient3;
next_data_ready = data_ready && !modwait;
next_new_coefficient_set = new_coefficient_set;
if(modwait == 1) begin
    next_data_ready = 0;
end
if(clear_new_coefficient == 1) begin
  next_new_coefficient_set = 0;
end
if(prev_hsel == 1) begin
if(prev_htrans == 2)begin
if(prev_hwrite == 1) begin
if(prev_hsize == 0) begin
    case(prev_haddr)
4'h4 : begin next_sample_data[7:0] = hwdata[7:0]; 
      next_data_ready = 1;  
end
4'h5 : begin next_sample_data[15:8] = hwdata[15:8];
      next_data_ready = 1; 
end
4'h6 : next_fir_coefficient0[7:0] = hwdata[7:0];
4'h7 : next_fir_coefficient0[15:8] = hwdata[15:8];
4'h8 : next_fir_coefficient1[7:0] = hwdata[7:0];
4'h9 : next_fir_coefficient1[15:8] = hwdata[15:8];
4'hA : next_fir_coefficient2[7:0] = hwdata[7:0];
4'hB : next_fir_coefficient2[15:8] = hwdata[15:8];
4'hC : next_fir_coefficient3[7:0] = hwdata[7:0];
4'hD : next_fir_coefficient3[15:8] = hwdata[15:8];
4'hE : next_new_coefficient_set = hwdata[0];
endcase
end else if (prev_hsize ==1) begin
case(prev_haddr)
4'h4,4'h5 : begin next_sample_data = hwdata;
                next_data_ready = 1;
              end
4'h6,4'h7 : next_fir_coefficient0 = hwdata;
4'h8, 4'h9 : next_fir_coefficient1 = hwdata; 
4'hA, 4'hB : next_fir_coefficient2 = hwdata; 
4'hC, 4'hD : next_fir_coefficient3 = hwdata; 
4'hE : next_new_coefficient_set = hwdata[0];
endcase
end
end
end
end
end
always_comb begin : fir_coeff
case(coefficient_num) 
2'd0 : fir_coefficient = fir_coefficient0;
2'd1 : fir_coefficient = fir_coefficient1;
2'd2 : fir_coefficient = fir_coefficient2;
2'd3 : fir_coefficient = fir_coefficient3;
endcase
end
always_comb begin : error
  hresp = 0;
  if((hwrite == 1 && (haddr == 4'd0 || haddr == 4'd1 || haddr == 4'd2 || haddr == 4'd3 )) || haddr == 4'd15) begin
    hresp = 1;
  end  
end
always_ff @( posedge clk, negedge n_rst ) begin : flip_flop
if(n_rst == 0) begin
prev_haddr <= 0;
prev_hsize <= 0;
prev_hsel <= 0;
prev_htrans <= 0;
prev_hwrite <= 0;
sample_data <=0;
fir_coefficient0 <= 0;
fir_coefficient1 <= 0;
fir_coefficient2 <= 0;
fir_coefficient3 <= 0;
new_coefficient_set <= 0;
hrdata <= 0;
data_ready <= 0;
end else begin
prev_haddr <= haddr;
prev_hsize <= hsize;
prev_hsel <= hsel;
prev_htrans <= htrans;
prev_hwrite <= hwrite;
sample_data <= next_sample_data;
data_ready <= next_data_ready;
fir_coefficient0 <= next_fir_coefficient0;
fir_coefficient1 <= next_fir_coefficient1;
fir_coefficient2 <= next_fir_coefficient2;
fir_coefficient3 <= next_fir_coefficient3;
new_coefficient_set <= next_new_coefficient_set;
hrdata <= next_hrdata;
end
end
endmodule
File: run.sh
#!/bin/bash
# OpenROAD 26Q1-2900-gdf79404cd8, Yosys 0.63+post, stock flow scripts
make -C /OpenROAD-flow-scripts/flow DESIGN_CONFIG=/design/flow/config.mk WORK_HOME=/design/flow/orfs finish
File: config.mk
export PLATFORM = sky130hd
export DESIGN_NAME = ahb_lite_slave
export DESIGN_NICKNAME = ahb_lite_slave
export VERILOG_FILES = /design/flow/design.v
export SDC_FILE = /design/flow/constraint.sdc
export NUM_CORES = 4
export LEC_CHECK = 1
export CORE_UTILIZATION = 50
File: constraint.sdc
current_design ahb_lite_slave

set clk_period 5.8
set clk_io_pct 0.2

create_clock -name clk0 -period $clk_period [get_ports {clk}]

set non_clock_inputs [all_inputs -no_clocks]
set_input_delay [expr $clk_period * $clk_io_pct] -clock clk0 $non_clock_inputs
set_output_delay [expr $clk_period * $clk_io_pct] -clock clk0 [all_outputs]
==> qor.yml <==
clocking:
  cts_buffer_depth: 2
  clk_latency_ps: 370
  cts_root_buf: "clkbuf_8"
  post_cts_buffers: 0
  numCtsBuffers: 9
  clkTransAtPathRegs_ps: 90
  ctsHoldBuffers: 0
  clock_sinks: 107
  h-tree-depth: 3
  cts_tree: "yes"
  cts_resized: 0
detailed_routing:
  drcViolationCount: 0
  routed_wl_um: 13360
  first_iter_violations: 126
  vias: 3708
  n_antenna_cell: 0
  first_pass_iters: 4
  wl_per_cell_um: 21.44
  antenna_left: 0
  drt-vias-per-instance: 5.952
final_timing:
  whs_ps: 528.2
  setup_tns_ps: 0
  setup_slack_ps: 1218
  period_needed_ps: 4582
  finClkSkew_ps: 10.44
  slew_viol_final: 0
  max_freq_mhz: 218.2
  setup_viol: 0
  hold_violations: 0
  tightest_slew_ps: 860.3
  relSlewSlack: 0.4234
  rsz0062_at_grt: "false"
  fin_crit_sh: 0.7901
synth:
  ys_chip_area_sq_mm: 0.005062
  netlist_area_sq_mm: 0.005062
  ff_type: "dfrtp_1"
  ys_seq_frac: 0.5289
  edf_count: 0
  syn_avg_cell_area_sq_um: 13.22
  synthArstFlopShare: 1.000
  top_area_frac: 0.5289
  syn_inst: 383
  numSynthFlops: 107
  synth.distinct_cells: 43
  synthTopCellsByArea: "dfrtp_1 53%, mux2_2 17%, mux4_2 7.1%, a22oi_1 2.5%, a32oi_1 1.9%"
  ys_cells: 383
  yosysTopAreaCell: "dfrtp_1"
  yosys_warnings: 1
die:
  die_h_um: 102.6
  io_pins: 99
  coreArea_sq_mm: 0.009774
  initCoreUtil: 0.5179
  die_x_um: 102.6
  die-area_sq_mm: 0.01053
  placementRows: 36
power_and_ir_drop:
  ir_worst_vdd_uv: 136.2
  leakage_nw: 2.803
  power_density_mw_per_mm2: 243.5
critical_path:
  crit_arrival_ps: 3420
  cp_common_cell: "clkdlybuf4s50_1"
  critPathKind: "primary input to output port"
  cp_max_fo: 10
  setup.worst_path.start_class: "primary input"
  cpPeakStageDelay_ps: 990
  path_cells: "clkdlybuf4s50_1 -> buf_4 -> mux4_2 -> clkdlybuf4s50_1"
  cp-end-kind: "output port"
  slowest_stage: "clkdlybuf4s50_1"
  cp_data_required_time_ps: 4640
outcome:
  outcome: "finished clean"
place:
  place_congestion: 0.8854
  io_buffers: 98
  dp_cells: 607
  hpwlAfterDp_um: 9137
  dpl_worst_slack_ps: 1197
finish:
  fin_util: 0.6568
  layout_top_cell: "dfrtp_1"
  area_growth_pct: 26.82
  final_cell_mix: "107 x dfrtp_1, 97 x clkdlybuf4s50_1, 75 x mux2_2"
  drive_gt1_frac: 0.2796
  fin_cells: 623
global_route:
  antenna_found_initial: 0
  grt_pass1_vias: 3763
  track_usage: 0.2824
  grt_pass1_wl_um: 20700
  grt_max_degree: 55
  overflow: 0
min_path:
  holdCritPathClass: "register to register"
run:
  warnings: 26
  maxCapViolations: 0
==> cell usage after synthesis, types with 6 or more instances <==
library cell and number:
nand4_1 6, nor3_2 7, nand2_1 24, inv_1 8, mux4_2 16, a22oi_1 17
mux2_2 75, clkbuf_1 16, nand3_1 12, a32oi_1 11, nor2_1 16, o21a_1 6
dfrtp_1 107
==> power by group <==
group          switching, W  total, W  internal (W)
Clock              0.000252  0.000422      0.000170
Combinational      0.000118  0.000292      0.000174
Sequential        0.0000354  0.000850      0.000814
==> layer usage <==
| metal | track usage | up-vias | share of wire |
|---|---|---|---|
| li1 | - | 1665 | - |
| met1 | 0.4526 | 1890 | 0.45 |
| met2 | 0.4328 | 139 | 0.47 |
| met3 | 0.07099 | 14 | 0.072 |
| met4 | 0.02967 | 0 | 0.010 |
| met5 | 0 | - | 0 |
==> stage by stage <==
stage / area (sq um) / power, W
floorplan: 5062 / 0.0009927
global placement: 6241 / 0.001152
detailed placement: 6241 / 0.001157
CTS: 6420 / 0.001578
global route: 6420 / 0.001637
finish: 6420 / 0.001563
==> final timing paths <==
path | startpoint | endpoint | slack [ps] | depth (start not counted)
worst max-delay path | coefficient_num[0] | fir_coefficient[1] | 1220 | 4
worst min-delay path | fir_coefficient1[14] | fir_coefficient1[14] | 530 | 1
worst max register to register | prev_haddr[1] | hrdata[2] | 3150 | 8
worst min register to register | fir_coefficient1[14] | fir_coefficient1[14] | 530 | 1
max in group asynchronous | n_rst | prev_haddr[2] | 3800 | 2
min in group asynchronous | n_rst | sample_data[2] | 820 | 1
==> registers in the layout (all words and copies together), names as in the netlist, 2 cells and up <==
register / cells
fir_coefficient0: 16
fir_coefficient1: 16
prev_haddr: 4
sample_data: 16
fir_coefficient2: 16
prev_htrans: 2
fir_coefficient3: 16
hrdata: 16
==> logic make-up after synthesis <==
| kind of cell | count (synthesis) | synth area share |
|---|---|---|
| buffers and inverters | 31 | 0.02496 |
| AND-OR/OR-AND | 57 | 0.09194 |
| multiplexers | 97 | 0.2509 |
| flip-flops | 107 | 0.5289 |
| AND/OR/NAND/NOR | 91 | 0.1033 |
==> cell type report <==
| cell class | count | area [sq um] |
|---|---|---|
| Clock buffer | 11 | 141.4 |
| Clock inverter | 5 | 37.54 |
| Fill cell | 750 | 3354 |
| Inverter | 8 | 30.03 |
| Multi-Input combinational cell | 245 | 2268 |
| Sequential cell | 107 | 2678 |
| Tap cell | 133 | 166.4 |
| Timing Repair Buffer | 114 | 1099 |
==> worst max-delay path: cells and delay by family <==
kind	cells	cell delay [ps]
buffers and inverters	3	1740
muxes	1	520
Power figures rest on the tool's default switching activity, not on a simulated workload.
